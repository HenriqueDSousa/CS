--- /design/flow/design.v ---
module LFSR1 (clk, D, Q);
    input clk;
    input [1:9] D;
    output reg [1:9] Q;
    always @(D)
      begin
        Q = D;
      end
    always @(posedge clk) 
       begin
         	  Q[1] <= (Q[9] ^ Q[5]);
            Q[2] <= Q[1];
            Q[3] <= Q[2];
            Q[4] <= Q[3];
            Q[5] <= Q[4];
            Q[6] <= Q[5];
            Q[7] <= Q[6];
            Q[8] <= Q[7];
            Q[9] <= Q[8];
       end
endmodule
--- /design/flow/run.sh ---
#!/bin/bash
# OpenROAD 26Q1-2900-gdf79404cd8, Yosys 0.63+post, stock flow scripts
make -C /OpenROAD-flow-scripts/flow DESIGN_CONFIG=/design/flow/config.mk WORK_HOME=/design/flow/orfs finish
--- /design/flow/config.mk ---
export PLATFORM = sky130hd
export DESIGN_NAME = LFSR1
export DESIGN_NICKNAME = LFSR1
export VERILOG_FILES = /design/flow/design.v
export SDC_FILE = /design/flow/constraint.sdc
export NUM_CORES = 4
export LEC_CHECK = 1
export CORE_AREA = 10 10 70 70
export DIE_AREA = 0 0 80 80
--- /design/flow/constraint.sdc ---
current_design LFSR1

set clk_period 1.0
set clk_io_pct 0.2

create_clock -name clk0 -period $clk_period [get_ports {clk}]

set non_clock_inputs [all_inputs -no_clocks]
set_input_delay [expr $clk_period * $clk_io_pct] -clock clk0 $non_clock_inputs
set_output_delay [expr $clk_period * $clk_io_pct] -clock clk0 [all_outputs]
==> impl_metrics.yaml <==
# flow metrics
status:
  outcome: "stopped before the end"
  haltStage: "synthesis"
  firstError: "ERROR: Found 9 problems in 'check -assert'."
yosys:
  netlist.area_leader.share: 0.702
  top_area_cell: "dfxtp_1"
  ys_ff: 9
  ys_seq_share: 0.702
  synth_cell_types: 3
  yosys_area_um2: 256
  yosys_cells: 19
  topCellsByArea: "dfxtp_1 (70%), buf_4 (26%), xor2_1 (3.4%)"
  synth_warnings: 1
## kinds of logic after synthesis
| group | share of synthesized area |
|---|---|
| buf+inv | 0.263 |
| flops | 0.702 |
| xor+xnor | 0.0342 |
## cells in the mapped netlist (all sizes together)
cell type	n
buf	9
dfxtp	9
xor2	1
