## ./run.sh

```bash
#!/bin/bash
# OpenROAD 26Q1-2900-gdf79404cd8, Yosys 0.63+post, stock flow scripts
make -C /OpenROAD-flow-scripts/flow DESIGN_CONFIG=/design/flow/config.mk WORK_HOME=/design/flow/orfs finish
```

## ./config.mk

```make
export PLATFORM = sky130hd
export DESIGN_NAME = LFSR3
export DESIGN_NICKNAME = LFSR3
export VERILOG_FILES = /design/flow/design.v
export SDC_FILE = /design/flow/constraint.sdc
export NUM_CORES = 4
export LEC_CHECK = 1
export CORE_AREA = 10 10 70 70
export DIE_AREA = 0 0 80 80
```

## ./constraint.sdc

```tcl
current_design LFSR3

set clk_period 1.0
set clk_io_pct 0.2

create_clock -name clk0 -period $clk_period [get_ports {clk}]

set non_clock_inputs [all_inputs -no_clocks]
set_input_delay [expr $clk_period * $clk_io_pct] -clock clk0 $non_clock_inputs
set_output_delay [expr $clk_period * $clk_io_pct] -clock clk0 [all_outputs]
```

## ./design.v

```verilog
module LFSR3 (clk, D, Q);
    input clk;
    input [1:17] D;
    output reg [1:17] Q;
    always @(D)
      begin
        Q = D;
      end
    always @(posedge clk) 
       begin
         	  Q[1] <= (Q[14] ^ Q[17]);
            Q[2] <= Q[1];
            Q[3] <= Q[2];
            Q[4] <= Q[3];
            Q[5] <= Q[4];
            Q[6] <= Q[5];
            Q[7] <= Q[6];
            Q[8] <= Q[7];
            Q[9] <= Q[8];
            Q[10] <= Q[9];
            Q[11] <= Q[10];
            Q[12] <= Q[11];
            Q[13] <= Q[12];
            Q[14] <= Q[13];
            Q[15] <= Q[14];
            Q[16] <= Q[15];
            Q[17] <= Q[16];
       end
endmodule
```

==> Slide: Implementation Results <==
Flow Results at a Glance

Synth
  • Synth async-reset ratio: 0
  • Synth Seq Share: 0.714
  • Chip Area, Yosys: around 480 sq um
  • Synth area leader: dfxtp_1
  • Top cells by count, synth: buf_4 (17), dfxtp_1 (17), xor2_1 (1)
  • # Cells Yosys: 35
  • Synth top area share: 0.714
  • Unique cell types: 3
  • Syn. warnings: 1
  • Most used flip-flop cell: dfxtp_1
  • EDFF count, synth: 0
  • Synth flops: 17
  • Cell area leaders: dfxtp_1 (71%), buf_4 (27%), xor2_1 (1.8%)

Outcome
  • Status: did not finish
  • Err: ERROR: Found 17 problems in 'check -assert'.
  • Fail Step: synthesis
## cells by family after synthesis
logic type / count (synthesis) / synth area share
flip-flops: 17 / 0.714
buffers and inverters: 17 / 0.268
XOR/XNOR: 1 / 0.0184
