$ cat design.v
module LFSR2 (clk, D, Q);
    input clk;
    input [1:11] D;
    output reg [1:11] Q;
    always @(D)
      begin
        Q = D;
      end
    always @(posedge clk) 
       begin
         	  Q[1] <= (Q[9] ^ Q[11]);
            Q[2] <= Q[1];
            Q[3] <= Q[2];
            Q[4] <= Q[3];
            Q[5] <= Q[4];
            Q[6] <= Q[5];
            Q[7] <= Q[6];
         	  Q[8] <= Q[7];
            Q[9] <= Q[8];
            Q[10] <= Q[9];
            Q[11] <= Q[10];
       end
endmodule
$ cat run.sh
#!/bin/bash
# OpenROAD 26Q1-2900-gdf79404cd8, Yosys 0.63+post, stock flow scripts
make -C /OpenROAD-flow-scripts/flow DESIGN_CONFIG=/design/flow/config.mk WORK_HOME=/design/flow/orfs finish
$ cat config.mk
export PLATFORM = sky130hd
export DESIGN_NAME = LFSR2
export DESIGN_NICKNAME = LFSR2
export VERILOG_FILES = /design/flow/design.v
export SDC_FILE = /design/flow/constraint.sdc
export NUM_CORES = 4
export LEC_CHECK = 1
export CORE_AREA = 10 10 70 70
export DIE_AREA = 0 0 80 80
$ cat constraint.sdc
current_design LFSR2

set clk_period 1.0
set clk_io_pct 0.2

create_clock -name clk0 -period $clk_period [get_ports {clk}]

set non_clock_inputs [all_inputs -no_clocks]
set_input_delay [expr $clk_period * $clk_io_pct] -clock clk0 $non_clock_inputs
set_output_delay [expr $clk_period * $clk_io_pct] -clock clk0 [all_outputs]
==> impl_metrics.ini <==
; yosys + openroad results
[yosys]
yosys.area.top_type_share = 0.7068
ys_chip_area_um2 = 311.5
top_cells_by_area = dfxtp_1, buf_4, xor2_1
yosysCellCount = 23
numSynthFlops = 11
ys_seq_share = 0.7068
synth_cell_type_count = 3
yosys_warnings = 1
top_area_cell = dfxtp_1

[status]
status = stopped before the end
error_line = ERROR: Found 11 problems in 'check -assert'.
lastStage = 1_2_yosys
==> cells by family after synthesis <==
kind of cell | share of synthesized area
DFF | 0.7068
buffers and inverters | 0.2651
xor gates and xnor gates | 0.02812
==> cells in the mapped netlist <==
cell     count
xor2_1       1
dfxtp_1     11
buf_4       11
